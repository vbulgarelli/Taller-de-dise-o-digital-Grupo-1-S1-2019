<file path="flow/run.sh">
#!/bin/bash
# OpenROAD 26Q1-2900-gdf79404cd8, Yosys 0.63+post, stock flow scripts
make -C /OpenROAD-flow-scripts/flow DESIGN_CONFIG=/design/flow/config.mk WORK_HOME=/design/flow/orfs finish
</file>
<file path="flow/config.mk">
export PLATFORM = sky130hd
export DESIGN_NAME = contNbits
export DESIGN_NICKNAME = contNbits
export VERILOG_FILES = /design/flow/design.v
export SDC_FILE = /design/flow/constraint.sdc
export NUM_CORES = 4
export LEC_CHECK = 1
export CORE_AREA = 10 10 74 74
export DIE_AREA = 0 0 84 84
</file>
<file path="flow/constraint.sdc">
current_design contNbits

set clk_period 2.2
set clk_io_pct 0.2

create_clock -name clk0 -period $clk_period [get_ports {clk}]

set non_clock_inputs [all_inputs -no_clocks]
set_input_delay [expr $clk_period * $clk_io_pct] -clock clk0 $non_clock_inputs
set_output_delay [expr $clk_period * $clk_io_pct] -clock clk0 [all_outputs]
</file>
<file path="flow/design.v">
`timescale 1ns / 1ps
module contNbits(
    input clk,
    output clk2
    );
    reg [16:0] contdisp =0;
    reg clk2sign =0;
    always@( posedge clk )
    begin
        if (contdisp == 17'd99999)
            contdisp <=0;
        else  
            contdisp <= contdisp + 1;
    end
    always @ (contdisp)
    begin
        if (contdisp == 0)
            clk2sign=~clk2sign;
            else
             clk2sign=clk2sign;
     end
    assign clk2 = clk2sign;
endmodule
</file>
==> changes_impl.md <==
## Implementation

* Post-synthesis async set-or-reset flop share at 0%
* Minimum clock period at between 1500 and 2000 ps
* Data required, critical path at 2330 ps
* Post-Route Skew at ~5.1 ps
* Drt pass-1 iters at 4
* Most area-hungry cell type in the Yosys netlist: dfxtp_1
* Clk root buf: clkbuf_8
* Die area at between 0.007 and 0.008 mm2
* Post-CTS Setup Inserts at 0
* Vias in the first global route at ~540
* CP Launch Type: register
* Vias per cell at between 4 and 5
* GRT Util Overall at roughly 3.7%
* Share of cells above drive strength 1 at 8.99%
* Met2 wire length at 634 um
* Count of final max-slew check failures at 0
* Total gr overflow at 0
* Final hold vios at 0
* WL met1 at about 690 um
* Initial antenna violation count at 0
* IO Pins at 2
* PwrDens at 600 mW/mm2
* Final setup violation count at 0
* Fill count at roughly 420
* TritonCTS clock tree: built
* Final Routed Wirelength at between 1 and 1.5 mm
* Status: finished clean
* Largest net degree at the start of global routing at 11
* Setup TNS at 0 ps
* Tool warning count at 26
* DRC at 0
* Placed Cells at 135
* Flops after synth at 18
* Average footprint of a synthesized cell at about 9.2 um2
* Arrival @ worst endpoint at between 1500 and 2000 ps
* CP Class: register to register
* # rows at 23
* IO Port Bufs at 1
* H-tree depth at 1
* Max Fclk at a little under 0.6 GHz
* CP Capture Type: register
* Die Wd at ~84 um
* CTS resizes at 0
* Main area contributors: dfxtp_1 43%, xor2_1 8.8%, nand4_1 6.3%
* Diodes inserted at 0
* Max-slew headroom at between 70% and 80%
* Post-synthesis cell area at 800 um2
* Wire length of the first global-routing pass at approximately 2.4 mm
* Starting Density at between 20% and 30%
* Final Non-Filler Cells at between 100 and 150
* Synth-to-Final Area Change at 12.5%
* Vias at roughly 600
* Register pins left without a clock at 1
* Fin crit share at slightly below 80%
* Hold-fix buffers, CTS at 0
* Maxcap violations at 0
* Clk latency late pin at between 200 and 300 ps
* YS warnings at 2
* Top routing layer used: met4
* Yosys stat area at roughly 800 um2
* Area leader share at between 40% and 50%
* Synth unique cells at 24
* Main synth FF type: dfxtp_1
* CP max FO at 9
* CTS clk-pin slew, worst paths at ~60 ps
* Met3 wire length at approximately 27 um
* Post-synth EDFFs at 0
* Routed Antenna Nets at 0
* Tightest Pin Transition at about 400 ps
* Synthesized instance count at between 80 and 90
* Core Region at 0.00397 mm2
* Yosys cell count at about 87
* Endpoints left unconstrained at 2
* Die y size at between 80 and 90 um
* RSZ-0062 raised after global routing: false
* Routed len/inst at around 9.9 um
* CTS Buf Count at 3
* Initial drt markers at ~59
* Hold Path Class: register to register
* GP Congestion at just under 0.9
* CTS max path bufs at 2
* Maximum VDD drop at 0.152 mV
* HPWL after DPL at about 950 um
* Lkg Pwr at 0.000339 uW
* Worst reg2reg setup slack at about 500 ps
-- synthesized netlist by cell type (4+ instances only) --
master,number
nand3_1,5
nand2_1,4
dfxtp_1,17
nand4_1,8
nor2_1,13
xnor2_1,5
xor2_1,8
inv_1,5
-- power by group --
part	leakage (uW)	total (uW)	internal, uW	switching, uW
registers	0.000144	308	308	0
clock network	0.0000255	232	126	107
logic	0.000169	0.000169	0	0
-- layout make-up --
type	count	area, um2	share of cell area (%)
Sequential cell	18	355	39.5
Clock buffer	3	41.3	4.59
Tap cell	50	62.6	6.95
Inverter	5	18.8	2.09
Multi-Input combinational cell	61	407	45.2
Clock inverter	1	5.00	0.556
Timing Repair Buffer	1	10.0	1.11
-- state kept, by name (all words and copies together) (netlist names) --
name and cells:
clk2sign 1, contdisp 17
-- stage by stage --
step / hold slack (ps) / total power (uW) / setup slack [ps] / area (um2) / util, %
floorplan: 441 / 315 / 704 / 800 / -
global placement: 473 / 315 / 561 / 853 / 21.5
detailed placement: 474 / 315 / 513 / 853 / 21.5
CTS: 488 / 546 / 500 / 900 / 22.7
global route: 505 / 559 / 362 / 900 / 22.7
finish: 490 / 540 / 490 / 900 / 22.7
-- critical path: stages, from the launching register on --
cell and delay (ps):
dfxtp_1 370, or4_1 550, nor4_2 190, and3_1 400, nor2_1 90
-- layer usage --
layer / vias to the layer above / track usage [%]
met1: 285 / 5.32
met5: - / 0
met3: 2 / 0.295
met2: 9 / 5.71
li1: 305 / -
met4: 0 / 1.22
-- worst paths after layout --
kind	startpoint	endpoint	cells past startpoint
hold / removal	contdisp[14]	contdisp[14]	1
setup / recovery	contdisp[8]	contdisp[9]	4
setup reg to reg	contdisp[8]	contdisp[9]	4
hold reg to reg	contdisp[14]	contdisp[14]	1
-- kinds of logic (layout without fill, tap and decap cells) --
family          count (synthesis)  after routing  synth area share, %
xor+xnor                       13             13                 14.2
flops                          17             17                 42.6
fa+ha+maj                       2              2                 3.13
simple gates                   42             42                 30.2
compound gates                  4              4                 3.29
buf+inv                         8             10                 4.69
latches                         1              1                 1.88
-- placed cells by master, fill, tap and decap left out --
cell,count
or4_1,2
nand2_1,4
xnor2_1,5
clkbuf_8,3
nand3_4,1
nand3_1,5
nor2_1,13
ha_1,2
nand4_1,8
a31o_2,1
inv_1,5
and4_1,1
and4_4,1
a21oi_1,2
and3_1,2
clkinv_2,1
clkdlybuf4s50_1,1
dfxtp_1,17
nor2b_1,1
nor3_1,2
xor2_1,8
nor4b_1,1
dlxtn_1,1
o31ai_1,1
nor4_2,1
No activity file was given, so power comes from the tool's default toggle rates.
