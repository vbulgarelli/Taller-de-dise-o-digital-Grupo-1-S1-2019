==> ./design.v <==
`timescale 1ns / 1ps
module Main(  
input clk, 
input boton,
input reset,
output [7:0] Anodo, 
output [6:0] Led
    );
wire clk2;   
wire [7:0]anodo;
wire [6:0]seg;
    parameter N=3;
    reg [3:0] a=0;
    reg [3:0] b=0;
    reg [6:0] Sseg =0;
    always @(posedge boton)
    begin
    if((((2**N)-1)==63 && a==4'd3 && b==4'd6) || (((2**N)-1)==31 && a==4'd1 && b==4'd3) || (((2**N)-1)==15 && a==4'd5 && b==4'd1) || (((2**N)-1)==7 && a==4'd7 && b==4'd0) || (((2**N)-1)==3 && a==4'd3 && b==4'd0) || (((2**N)-1)==1 && a==4'd1 && b==4'd0))
    begin
    a<=0;
    b<=0;
    end
    if(b== 4'd9 && a == 4'd9)
    begin
    b<=0;
    a<=0;
    end
    if (a== 4'd9) begin
    a<=0;
    b<=b+1;
    end
    else begin
    a<=a+1;
    end
    end
    always @ (posedge boton)
    begin
    case(a)
    4'd0: Sseg<=7'b1000000;
    4'd1: Sseg<=7'b1111001;
    4'd2: Sseg<=7'b0100100;
    4'd3: Sseg<=7'b0000110;
    4'd4: Sseg<=7'b0011001;
    4'd5: Sseg<=7'b0010010;
    4'd6: Sseg<=7'b0000010;
    4'd7: Sseg<=7'b1111000;
    4'd8: Sseg<=7'b0000000;
    4'd9: Sseg<=7'b0011000;
    endcase
    end
reg [7:0] an = 8'b11111110;
assign Anodo = an;
assign Led = Sseg;
endmodule
==> ./run.sh <==
#!/bin/bash
# OpenROAD 26Q1-2900-gdf79404cd8, Yosys 0.63+post, stock flow scripts
make -C /OpenROAD-flow-scripts/flow DESIGN_CONFIG=/design/flow/config.mk WORK_HOME=/design/flow/orfs finish
==> ./config.mk <==
export PLATFORM = sky130hd
export DESIGN_NAME = Main
export DESIGN_NICKNAME = Main
export VERILOG_FILES = /design/flow/design.v
export SDC_FILE = /design/flow/constraint.sdc
export NUM_CORES = 4
export LEC_CHECK = 1
export CORE_AREA = 10 10 70 70
export DIE_AREA = 0 0 80 80
==> ./constraint.sdc <==
current_design Main

set clk_period 2.0
set clk_io_pct 0.2

create_clock -name clk0 -period $clk_period [get_ports {boton}]

set non_clock_inputs [all_inputs -no_clocks]
set_input_delay [expr $clk_period * $clk_io_pct] -clock clk0 $non_clock_inputs
set_output_delay [expr $clk_period * $clk_io_pct] -clock clk0 [all_outputs]
==> results_dict.tcl <==
# implementation run metrics
set metrics [dict create \
    status "completed" \
    synth_chip_area_sq_um 629 \
    rrSetupSlack_ps 440 \
    start_kind "register" \
    worst-path-stages 5 \
    timing.critical_path.buf_inv 1 \
    htreeDepth 1 \
    worstHoldPathType "reg -> reg" \
    netlist_area_sq_um 629 \
    crit-reg2reg-launch "a[0]$_SDFF_PP0_" \
    cp.arrival_ps 1530 \
    yosysUniqueCellTypes 27 \
    io_pins 18 \
    cp-endpoint "Sseg[5]$_DFFE_PP_" \
    layout-drive-gt1-share_pct 13.2 \
    ant_nets 0 \
    ys_warn_count 1 \
    yosysSeqAreaShare_pct 46.1 \
    critPathSlowestCell "dfxtp_1" \
    routed_via_density 3.59 \
    cts_resized 0 \
    end_kind "register" \
    path_cells "ha_1 > nor2_2 > o21ai_2 > a21boi_1 > buf_4" \
    ys.flops 11 \
    rsz0062_at_grt "no" \
    cpLargestDelayFamily "flip-flops" \
    cts_hold_buffers 0 \
    fin_total_pwr_uw 384 \
    insertion_delay_ps 270 \
    fp-utilization_pct 18.4 \
    fmax_ghz 0.643 \
    clock_path_buffers 2 \
    coreArea_sq_um 3420 \
    p_leak_uw 0.000259 \
    synth_cells 61 \
    fin_tns_setup_ps 0 \
    grt_pass1_vias 352 \
    die_w_um 80 \
    finalClockPeriodUsage_pct 77.8 \
    cts.sinks 11 \
    period_needed_ps 1560 \
    diodes 0 \
    holdPathStages 1 \
    peakVddDrop_v 0.000160 \
    slew_viol_final 0 \
    crit_type "reg -> reg" \
    path_clk_slew_ps 70 \
    yosys-stat-cells 61 \
    num_vias 409 \
    drt-wirelength-per-cell_um 8.17 \
    cp.required_ps 1980 \
    r2r-end "Sseg[5]$_DFFE_PP_" \
    warnings 30 \
    r2r_cells 5 \
    hold_viol 0 \
    setup_violations 0 \
    grt_start_max_net_pins 15 \
    synth_area_per_cell_sq_um 10.3 \
    grt_usage_pct 2.72 \
    dr.pass1.iters 4 \
    postCtsSetupBuffers 0 \
    dp_hpwl_um 736 \
    rows 21 \
    cts_buffers 3 \
    drc_errors 0 \
    die_area_sq_um 6400 \
    cts_tree "done" \
    p_per_area_nw_per_um2 530 \
    slowest_delay_ps 400 \
    root_buffer "clkbuf_4" \
    drt_wl_total_um 931 \
    die-height_um 80 \
    cap_violations 0 \
    area_growth_pct 15.3 \
    gp_congestion 0.795 \
    grt_pass1_wl_um 1420 \
    skew_ps 6.84 \
    portBuffers 7 \
    cp_max_fo 7 \
    gr-total-overflow 0 \
    drt_iter0_markers 20 \
    startpoint "a[0]$_SDFF_PP0_" \
    grt_antenna_before_repair 0 \
]
-- routing by layer --
metal,GRT usage [%],vias to the layer above,part of all wire (%)
met5,0,-,0
met4,0.352,0,1.1
met3,2.05,2,11
met2,4.01,13,39
met1,3.17,184,49
li1,-,210,-
-- worst min-delay path by stage --
stage              startpoint         endpoint
global route  a[0]$_SDFF_PP0_  a[0]$_SDFF_PP0_
finish        a[0]$_SDFF_PP0_  a[0]$_SDFF_PP0_
CTS           a[0]$_SDFF_PP0_  a[0]$_SDFF_PP0_
-- flip-flops by register name (all words and copies together) (netlist names) --
| register | count |
|---|---|
| a | 4 |
| Sseg | 7 |
-- placed cells by master, fill, tap and decap left out --
cell and n:
o31ai_1 1, a21boi_1 1, inv_1 4, a2bb2oi_2 1, edfxtp_1 7, nor3_1 2
dfxtp_1 4, clkbuf_4 3, buf_4 1, o21a_1 1, a21oi_1 2, o21ai_0 2
nand2_1 2, nand2b_2 1, clkdlybuf4s50_1 7, nor2_1 5, o21ai_1 1, o21ai_2 1
o211ai_1 1, ha_1 4, nand3_1 3, a31oi_1 1, nor2_2 1, a211oi_1 1
a22oi_1 1, clkbuf_1 1, conb_1 8, a211oi_2 1
-- worst reg2reg max path: stages (launching register included) --
cell,delay [ps]
dfxtp_1,400
ha_1,310
nor2_2,90
o21ai_2,130
a21boi_1,170
buf_4,170
-- area by class of cell --
cell class	instances	area, sq um
timing repair buffer	8	77.6
sequential	11	290
multi-input combinational	41	259
clock buffer	4	26.3
fill	381	2690
inverter	4	15.0
tap	46	57.6
-- through the flow --
| step | instances | setup WS [ps] | area [sq um] | utilization [%] | hold slack (ps) |
|---|---|---|---|---|---|
| final | 114 | 445 | 726 | 21.2 | 513 |
| after global routing | 114 | 337 | 726 | 21.2 | 562 |
| after CTS | 114 | 438 | 726 | 21.2 | 512 |
| after detailed placement | 110 | 460 | 699 | 20.5 | 498 |
| after global placement | 110 | 489 | 699 | 20.5 | 481 |
| after floorplan | 67 | 355 | 652 | - | 464 |
-- logic make-up (layout without fill, tap and decap cells) --
kind of cell	count (synthesis)	count (layout)	synth area share, %
AND-OR/OR-AND	15	15	17.9
buffers and inverters	15	16	16.3
AND/OR/NAND/NOR	14	14	10.5
flip-flops	11	11	46.1
adder cells (fa/ha/maj)	4	4	7.95
other	2	8	1.19
-- cell usage after synthesis --
| cell | count | share of area, % |
|---|---|---|
| dfxtp_1 | 4 | 13 |
| a31oi_1 | 1 | 0.99 |
| a2bb2oi_2 | 1 | 2.4 |
| buf_6 | 2 | 3.6 |
| o21ai_0 | 2 | 1.6 |
| nor3_1 | 2 | 1.6 |
| buf_2 | 1 | 0.79 |
| buf_4 | 8 | 9.5 |
| a211oi_1 | 1 | 1.2 |
| nor2_1 | 5 | 3.0 |
| o31ai_1 | 1 | 1.2 |
| a22oi_1 | 1 | 1.2 |
| nand3_1 | 3 | 2.4 |
| o21ai_1 | 1 | 0.79 |
| nand2b_2 | 1 | 1.4 |
| nor2_2 | 1 | 0.99 |
| conb_1 | 2 | 1.2 |
| inv_1 | 4 | 2.4 |
| o21a_1 | 1 | 1.2 |
| ha_1 | 4 | 8.0 |
| edfxtp_1 | 7 | 33 |
| a211oi_2 | 1 | 2.0 |
| nand2_1 | 2 | 1.2 |
| a21boi_1 | 1 | 1.2 |
| o211ai_1 | 1 | 1.2 |
| a21oi_1 | 2 | 1.6 |
| o21ai_2 | 1 | 1.4 |
-- where the power goes --
| group | leakage (uW) | total (uW) | switching [uW] | internal, uW |
|---|---|---|---|---|
| Sequential | 0.000114 | 238 | 0 | 238 |
| Clock | 0.0000150 | 145 | 68.2 | 77.0 |
| Combinational | 0.000131 | 0.708 | 0.708 | 0 |
| Total | 0.000259 | 384 | 68.9 | 315 |
Power figures rest on the tool's default switching activity, not on a simulated workload.
