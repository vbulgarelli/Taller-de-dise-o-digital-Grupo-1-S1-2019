--- run.sh ---
#!/bin/bash
# OpenROAD 26Q1-2900-gdf79404cd8, Yosys 0.63+post, stock flow scripts
make -C /OpenROAD-flow-scripts/flow DESIGN_CONFIG=/design/flow/config.mk WORK_HOME=/design/flow/orfs finish
--- config.mk ---
export PLATFORM = sky130hd
export DESIGN_NAME = segment7
export DESIGN_NICKNAME = segment7
export VERILOG_FILES = /design/flow/design.v
export SDC_FILE = /design/flow/constraint.sdc
export NUM_CORES = 4
export LEC_CHECK = 1
export CORE_AREA = 10 10 70 70
export DIE_AREA = 0 0 80 80
--- constraint.sdc ---
current_design segment7

set clk_period 1.4
set clk_io_pct 0.2

create_clock -name clk0 -period $clk_period

set non_clock_inputs [all_inputs -no_clocks]
set_input_delay [expr $clk_period * $clk_io_pct] -clock clk0 $non_clock_inputs
set_output_delay [expr $clk_period * $clk_io_pct] -clock clk0 [all_outputs]
--- design.v ---
`timescale 1ns / 1ps
module segment7(
    bcd, seg, Anode_Activate
    );
    input [3:0] bcd;
    output [6:0] seg;
    reg [6:0] seg;
    output [1:0] Anode_Activate;
    reg [1:0] Anode_Activate;
    always@(bcd)
    begin
        Anode_Activate = 2'b00;
        case(bcd)
            0 : seg = 7'b0000001;
            1 : seg = 7'b1001111;
            2 : seg = 7'b0010010;
            3 : seg = 7'b0000110;
            4 : seg = 7'b1001100;
            5 : seg = 7'b0100100;
            6 : seg = 7'b0100000;
            7 : seg = 7'b0001111;
            8 : seg = 7'b0000000;
            9 : seg = 7'b0001100;
            10 : seg = 7'b0001000;
            11 : seg = 7'b1100000;
            12 : seg = 7'b1110010;
            13 : seg = 7'b1000010;
            14 : seg = 7'b0110000;
            15 : seg = 7'b0111000;
            default : seg = 7'b1111111;
         endcase
     end     
endmodule
==> run_results.csv <==
group,metric,value,unit
status,outcome,"finished, violations left",
status,violations,"negative setup slack",
layout,n_clock_buffer,0,
logic_synthesis,yosys.area_share.simple,15.6,%
logic_synthesis,yosys_warnings,1,
sta,finalMaxSlewViolations,0,
floorplan,core,3420,um2
logic_synthesis,synth_area,256,um2
logic_synthesis,avgSynthCellArea,7.33,um2
logic_synthesis,topCellsByArea,"ha_1, buf_4, mux2_2",
floorplan,fp-utilization,7.51,%
global_route,busiest_layer,"met2",
logic_synthesis,ys_chip_area,256,um2
global_route,use_met1,3.64,%
critical_path,worstPathArrival,1.27,ns
global_route,grt_usage,2.75,%
critical_path,critical_path_class,"in -> out",
placed_design,gp_congestion,0.777,
critical_path,critPathCaptureType,"output pin",
layout,area.sequential,0,um2
sta,hold_violations,0,
logic_synthesis,synthTopCellsByCount,"ha_1, nor2_1, nand2_1",
sta,finalCriticalPeriod,1.55,ns
drt,drt_first_pass_iters,2,
placed_design,placedCellCount,97,
layout,drive_gt1_share,75.8,%
power_and_ir_drop,ir_drop,0.0449,mV
sta,setup_ws,-0.147,ns
flow_run,tool_warnings,38,
critical_path,cp-start-kind,"primary input",
placed_design,portBuffers,11,
drt,drt_iter0_drc,13,
power_and_ir_drop,powerDensity,274,nW/um2
global_route,met3_usage,0.341,%
global_route,grt_max_degree,6,
drt,vias,332,
global_route,grtUsageMet2,4.90,%
logic_synthesis,aoi_share,19.5,%
global_route,grt_pass1_wl,1540,um
floorplan,dieArea,6400,um2
drt,wl_per_cell,9.29,um
layout,fill_cells,374,
drt,wl,1000,um
sta,finalClockPeriodUsage,110,%
sta,fin_tns_setup,-0.522,ns
floorplan,ios,13,
sta,fmax,0.647,GHz
logic_synthesis,top_area_share,24.4,%
floorplan,num_rows,21,
drt,via_per_inst,3.07,
hold_path,hold_class,"in -> out",
power_and_ir_drop,p_leak,0.000283,uW
floorplan,die_h,80,um
drt,post-route-drc-count,0,
logic_synthesis,adder_share,24.4,%
global_route,grt_antenna_before_repair,0,
sta,rsz0062_at_grt,"true",
drt,diodes,0,
logic_synthesis,netlist_instances,35,
global_route,grt_pass1_vias,332,
logic_synthesis,ys_seq_share,0,%
clock_network,hold_buffers,0,
layout,ff_count,0,
floorplan,die_x,80,um
drt,ant_nets,0,
sta,setup_viol,5,
placed_design,postPlaceCellArea,454,um2
logic_synthesis,logic_family,"adder cells",
placed_design,dp_hpwl,614,um
sta,worst_hold_slack,0.983,ns
hold_path,hold_depth,5,
logic_synthesis,ys_cells,35,
placed_design,place_ws,-0.893,ns
flow_run,maxCapViolations,0,
layout,stdcell_count,108,
layout,area_growth,148,%
logic_synthesis,yosysUniqueCellTypes,17,
logic_synthesis,ys_sh_mux,21.5,%
logic_synthesis,xor_share,0,%
layout,postLayoutCellArea,637,um2
logic_synthesis,yosysTopAreaCell,"ha_1",
global_route,grt-ovfl-total,0,
critical_path,worst-path-max-fanout,3,
critical_path,cp.required,1.12,ns
-- where the power goes --
group / total [uW] / internal (uW) / switching (uW) / leakage, uW
Sequential: 0 / 0 / 0 / 0
Clock: 0 / 0 / 0 / 0
Combinational: 175 / 105 / 69.7 / 0.000283
Total: 175 / 105 / 69.7 / 0.000283
-- cell usage in the layout (no fill, tap or decap), drive strengths merged, types with 2 or more instances in the layout --
cell    Yosys  final
a21oi       2      2
clkbuf      0      2
mux2        2      2
inv         3      3
buf         4     27
o21ai       2      2
nand2       4      4
ha          5      5
conb        1      2
nor2        5      5
-- routing by layer --
| metal | vias up | wire length (um) |
|---|---|---|
| li1 | 168 | - |
| met1 | 157 | 472 |
| met2 | 7 | 460 |
| met3 | 0 | 71 |
| met4 | 0 | 0 |
| met5 | - | 0 |
-- final timing paths --
path | to | slack [ns] | start
max | seg[1] | -0.15 | bcd[1]
min | seg[5] | 0.98 | bcd[0]
-- worst max-delay path, cell delays in order --
cell and delay, ns:
buf_8 0.10, buf_6 0.12, ha_4 0.16, buf_6 0.11, buf_6 0.11, buf_6 0.10
a21oi_2 0.11, o22ai_1 0.07, buf_2 0.11
-- cell type report --
class                           instances  area, um2  share of cell area, %
Inverter                                3       21.3                   3.34
Timing Repair Buffer                   30        260                   40.9
Multi-Input combinational cell         29        298                   46.8
Tap cell                               46       57.6                   9.04
-- metrics by stage --
| step | utilization [%] | power [uW] |
|---|---|---|
| 2_1_floorplan | - | 52.8 |
| 3_3_place_gp | 13.3 | 121 |
| 3_5_place_dp | 13.3 | 120 |
| 4_1_cts | 18.0 | 160 |
| 5_1_grt | 18.6 | 189 |
| 6_report | 18.6 | 175 |
-- timing repair --
| action | CTS | global route |
|---|---|---|
| gates resized | 68 | 10 |
| pin swaps | 11 | 4 |
| cloned | 1 | 0 |
| endpoints found under the setup margin | 7 | 6 |
| setup buffers | 8 | 3 |
-- cell families (layout without fill, tap and decap cells) --
| kind of cell | count (synthesis) | after routing |
|---|---|---|
| simple gates | 10 | 10 |
| compound gates | 8 | 8 |
| buf+inv | 7 | 33 |
| fa+ha+maj | 5 | 5 |
| mux | 4 | 4 |
| other cells | 1 | 2 |
Power is estimated from default activity; no workload was simulated.
